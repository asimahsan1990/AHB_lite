==> flow/design.v <==
module ahb_slave (
    input           HCLK,
    input           HRESETn,
    input           HSEL,
    input   [31:0]  HADDR,
    input           HWRITE,
    input   [2:0]   HSIZE,
    input   [2:0]   HBURST,
    input   [3:0]   HPROT,
    input   [1:0]   HTRANS,
    input           HMASTLOCK,
    input           HREADY,
    input   [31:0]  HWDATA,
    output reg          HREADYOUT,
    output reg          HRESP,
    output reg [31:0]   HRDATA
);
reg [7:0] mem [(2**6)-1:0];
reg [31:0] ADDR;
parameter IDLE      = 2'b00;
parameter READY     = 2'b01;
parameter write     = 2'b10;
parameter read      = 2'b11;
reg [1:0] current_state;
reg [1:0] next_state;
always @ (posedge HCLK , negedge HRESETn)            
begin
    if(!HRESETn)                                     
    begin
        current_state <= IDLE;
    end
    else                                             
    begin
        current_state <= next_state;
    end
end
always @ (*)
begin
    case (current_state)
        IDLE:
            begin
                if (HSEL) begin
                    next_state = READY;
                end
                else begin
                    next_state = IDLE;
                end
            end
        READY:
            begin
                if (HWRITE && HREADY) begin
                    next_state = write;
                end
                else if (!HWRITE && HREADY) begin
                    next_state = read;
                end
                else begin
                    next_state = READY;
                end
            end
        write: begin
            next_state = (!HWRITE && HREADY)?  read: HBURST? write:  HSEL? READY : IDLE;
        end
        read: begin
            next_state = (HWRITE && HREADY)? write:
                        HBURST? read:
                        HSEL? READY:
                        IDLE;
        end
        default: begin
            next_state = IDLE;
        end
    endcase
end
always @ (posedge HCLK, negedge HRESETn)
begin
    if (!HRESETn) begin
        HREADYOUT   <= 1;
        HRESP       <= 0;
        HRDATA      <= 'b0;
    end
    else
    begin
        case (next_state)
            IDLE: begin
                HREADYOUT   <= 1;
                HRESP       <= 0;
                HRDATA      <= HRDATA;
            end
            READY: begin
                HREADYOUT   <= 1;
                HRESP       <= 0;
                HRDATA      <= HRDATA;
            end
            write: begin
                HREADYOUT   <= 1;
                HRESP       <= 0;
                ADDR          = (|HTRANS) ? HADDR : ADDR;
                mem [ADDR] = HWDATA[7:0];
                mem [ADDR + 1] = HWDATA[15:8];
                mem [ADDR + 2] = HWDATA[23:16];
                mem [ADDR + 3] = HWDATA[31:24];
            end
            read: begin
                HREADYOUT   <= 1;
                HRESP       <= 0;
                ADDR         = (|HTRANS) ? HADDR : ADDR;
                HRDATA [7:0]     <= mem [ADDR];
                HRDATA [15:8]     <= mem [ADDR + 1];
                HRDATA [23:16]     <= mem [ADDR + 2];
                HRDATA [31:24]     <= mem [ADDR + 3];
            end
        default: begin
            HREADYOUT   <= 0;
            HRESP       <= 0;
            HRDATA      <= HRDATA;
        end
        endcase
    end
end
endmodule
==> flow/run.sh <==
#!/bin/bash
# OpenROAD 26Q1-2900-gdf79404cd8, Yosys 0.63+post, stock flow scripts
make -C /OpenROAD-flow-scripts/flow DESIGN_CONFIG=/design/flow/config.mk WORK_HOME=/design/flow/orfs finish
==> flow/config.mk <==
export PLATFORM = sky130hd
export DESIGN_NAME = ahb_slave
export DESIGN_NICKNAME = ahb_slave
export VERILOG_FILES = /design/flow/design.v
export SDC_FILE = /design/flow/constraint.sdc
export NUM_CORES = 4
export LEC_CHECK = 1
export CORE_UTILIZATION = 50
==> flow/constraint.sdc <==
current_design ahb_slave

set clk_period 11.9
set clk_io_pct 0.2

create_clock -name clk0 -period $clk_period [get_ports {HCLK}]

set non_clock_inputs [all_inputs -no_clocks]
set_input_delay [expr $clk_period * $clk_io_pct] -clock clk0 $non_clock_inputs
set_output_delay [expr $clk_period * $clk_io_pct] -clock clk0 [all_outputs]
==> run notes <==
yosys + openroad results -> post-cts sizing count 0, Yosys Chip Area 0.0511 mm^2, hold buffer count at CTS 0, Root Buffer clkbuf_16, FFs w/ async S/R, synth 6.50%, # port buffers 79, FP Util 50.8%, HPWL Detailed 314000 um, chip width 322 um, YS warnings 2, Synth Seq Share 32.2%, Distinct cells, synth 115, Seq cells post-synth 554, clock sink total 554, Total Routing Usage GR 98.3%, GPL Wtd Cong 1.59, status did not finish, top_reg_cell synth edfxtp_1, number of global-route vias before repair 73200, Post-CTS Repair Setup Buffers 0, # rows 116, Syn Std Cell Area 0.0511 mm^2, CTS max path bufs 3, global-route wire length before repair 673000 um, synthesized instance count 6591, Err [ERROR GRT-0116] Global routing finished with congestion. Check the congestion regions in the DRC Viewer., number of CTS-inserted buffers 60, die y size 322 um, Last stage global routing, largest net degree at the start of global routing 70, post-placement cell count 7699, htree depth 2, number of synthesized flops with an enable pin 518, I/O pin total 116, ys cells 6591, global route overflow 3678, average cell area after synthesis 7.75 um^2
-- Yosys cell counts (all sizes together), types with 11 or more instances --
| cell | number | area share, % |
|---|---|---|
| edfxtp | 518 | 30 |
| a32oi | 51 | 0.90 |
| a2111oi | 29 | 0.63 |
| and4 | 13 | 0.22 |
| o2111ai | 17 | 0.29 |
| o21ai | 733 | 7.2 |
| o22ai | 62 | 0.77 |
| inv | 20 | 0.15 |
| a211oi | 51 | 0.85 |
| nand2 | 1062 | 7.8 |
| and2 | 15 | 0.18 |
| o31ai | 14 | 0.26 |
| a222oi | 53 | 1.0 |
| dfrtp | 35 | 1.7 |
| nor3 | 115 | 1.3 |
| and3 | 53 | 0.65 |
| a22o | 112 | 1.9 |
| clkbuf | 472 | 3.5 |
| nor2 | 545 | 4.2 |
| mux2 | 43 | 0.95 |
| a32o | 28 | 0.55 |
| nand3 | 187 | 1.9 |
| a21oi | 672 | 6.6 |
| a31oi | 54 | 0.69 |
| a21o | 19 | 0.28 |
| mux2i | 371 | 7.3 |
| a221oi | 132 | 2.3 |
| nand2b | 11 | 0.13 |
| o211a | 11 | 0.22 |
| nor4 | 79 | 1.0 |
| buf | 288 | 2.9 |
| nand4 | 92 | 1.1 |
| a22oi | 392 | 5.8 |
| a311oi | 12 | 0.22 |
| a221o | 37 | 0.73 |
| o211ai | 29 | 0.46 |
| o2bb2ai | 19 | 0.33 |
-- layer usage --
layer	overflow	track usage, %
met5	87	85.2
met4	737	95.6
met3	699	95.1
met2	1618	104
met1	537	97.5
-- kinds of logic after synthesis --
logic type	Yosys count	share of synthesized area, %
AOI/OAI and AO/OA	2596	33.2
and+or+nand+nor	2235	19.6
buffers and inverters	781	6.49
DFF	554	32.2
muxes	415	8.27
xor gates and xnor gates	6	0.169
adders and majority gates	2	0.0490
other	2	0.0147
-- per-stage QoR --
step | utilization [%] | power [W] | cell area (um^2) | setup slack (ns)
2_1_floorplan | - | 0.00375 | 51100 | 5.13
3_3_place_gp | 53.8 | 0.00522 | 54100 | 2.63
3_5_place_dp | 53.8 | 0.00524 | 54100 | 2.57
4_1_cts | 55.6 | 0.00700 | 56000 | 3.24
Power is estimated from default activity; no workload was simulated.
